<file path="design/flow/design.v">
module cnt_dwn (input [3:0] in, 
                input latch, 
                input dec, 
                input clk, 
                output zero);
  reg [3:0] count;
  always @ (posedge clk) begin
    if (latch) count<=in;
    if (latch && !zero && dec) count<=count-1'b1;
  end
  assign zero = (count==4'b0);
endmodule 
</file>
<file path="design/flow/run.sh">
#!/bin/bash
# OpenROAD 26Q1-2900-gdf79404cd8, Yosys 0.63+post, stock flow scripts
make -C /OpenROAD-flow-scripts/flow DESIGN_CONFIG=/design/flow/config.mk WORK_HOME=/design/flow/orfs finish
</file>
<file path="design/flow/config.mk">
export PLATFORM = sky130hd
export DESIGN_NAME = cnt_dwn
export DESIGN_NICKNAME = cnt_dwn
export VERILOG_FILES = /design/flow/design.v
export SDC_FILE = /design/flow/constraint.sdc
export NUM_CORES = 4
export LEC_CHECK = 1
export CORE_AREA = 10 10 70 70
export DIE_AREA = 0 0 80 80
</file>
<file path="design/flow/constraint.sdc">
current_design cnt_dwn

set clk_period 1.7
set clk_io_pct 0.2

create_clock -name clk0 -period $clk_period [get_ports {clk}]

set non_clock_inputs [all_inputs -no_clocks]
set_input_delay [expr $clk_period * $clk_io_pct] -clock clk0 $non_clock_inputs
set_output_delay [expr $clk_period * $clk_io_pct] -clock clk0 [all_outputs]
</file>
==> results.json <==
{
  "outcome": "completed",
  "hold_viol": 0,
  "layout-drive-gt1-share_pct": 27.9,
  "period_minus_slack_ps": 1620,
  "timing.rr.start": "count[0]",
  "syn_area_um2": 264,
  "clock_sinks": 4,
  "antenna_found_initial": 0,
  "row_count": 21,
  "place_area_um2": 433,
  "worstHoldStart": "count[2]",
  "period_used_pct": 95.4,
  "routed_wl_um": 752,
  "routed-wl-met2_um": 316,
  "maxSlewHeadroom_pct": 81.9,
  "n_antenna_cell": 0,
  "totalNegativeSetupSlack_ps": 0,
  "syn2layout_area_growth_pct": 77.7,
  "yosys_area_um2": 264,
  "yosys_cells": 26,
  "wirelength_met1_um": 360,
  "reg2regPathDepth": 6,
  "ant_nets": 0,
  "power.total_uw": 312,
  "worst_slew_pin_slew_ps": 271,
  "grt-ovfl-total": 0,
  "clk_pin_slew_worst_paths_ps": 40,
  "holdPathEnd": "count[2]",
  "startpoint_type": "flop",
  "dp_hpwl_um": 589,
  "cp.arrival_ps": 1280,
  "ys_seq_elements": 4,
  "ys_types": 18,
  "yosysTopAreaCell": "edfxtp_1",
  "drc_errors": 0,
  "top_register": "count",
  "grt_max_degree": 8,
  "top_layer_used": "met4",
  "area_leaders": "edfxtp_1 45%, nor3b_4 7.1%, o31ai_1 5.7%",
  "cts_buffers": 3,
  "tool_warnings": 25,
  "grt_pass1_wl_mm": 1.11,
  "final_cell_area_um2": 469,
  "hold_class": "flop to flop",
  "cp-end-kind": "primary output",
  "r2r_setup_slack_ps": 250,
  "boundaryPins": 8,
  "largest_reg_flops": 4,
  "skew_ps": 3.94,
  "vias_per_cell": 3.11,
  "gp_congestion": 0.658,
  "yosysTopAreaCellShare_pct": 45.5,
  "hold-path-cell-count": 2,
  "dpl_worst_slack_ps": 44.3,
  "crit_fanout": 2,
  "die_y_um": 80,
  "max_cap_viol_count": 0,
  "crit_required_ps": 1360,
  "die_w_um": 80,
  "port_buffers": 7,
  "cts_max_level": 1,
  "peakVddDrop_uv": 393,
  "firstDrtPassIters": 4,
  "setup_ws_ps": 78.2,
  "fp_util_pct": 7.73,
  "first_iter_violations": 13,
  "leakage_uw": 0.000183,
  "reg.largest.list": "count (4)",
  "max_freq_mhz": 617,
  "chip_area_um2": 6400,
  "clockBufferDepth": 2,
  "cts-root-buf": "clkbuf_4",
  "grtUsageTotal_pct": 2.26,
  "yosys_warnings": 1,
  "wl_met3_um": 60,
  "netlist_instances": 26,
  "syn_avg_cell_area_um2": 10.2,
  "wl_per_cell_um": 8.45,
  "core-area_um2": 3420,
  "worst-setup-path-type": "flop to primary output",
  "r2r-end": "count[3]",
  "drv_slew": 0,
  "setup_viol": 0,
  "power_density_nw_per_um2": 664,
  "cts_tree": "built",
  "synth_seq_share_pct": 45.5,
  "clk_latency_ps": 230,
  "hold_ws_ps": 774,
  "grt_pass1_vias": 255,
  "vias": 277
}
==> logic make-up after synthesis <==
group | Yosys count | share of synthesized area, %
and+or+nand+nor | 7 | 18.5
buffers and inverters | 4 | 5.69
DFF | 4 | 45.5
muxes | 1 | 3.79
AOI/OAI and AO/OA | 9 | 21.8
adders and majority gates | 1 | 4.74
==> synthesized netlist by cell type <==
cell type,instances
clkbuf_1,1
a211oi_1,1
nand2b_1,1
a21oi_1,1
o21ai_0,2
mux2i_1,1
a31oi_1,1
nor3b_4,1
nand3_1,1
nor3_1,1
o31ai_1,2
edfxtp_1,4
nand2_1,2
o21bai_1,1
inv_1,3
ha_1,1
o22ai_1,1
nor4_1,1
==> power by group <==
part | switching (uW) | internal, uW | total (uW)
combinational | 26.4 | 42.4 | 68.8
clock | 36.0 | 78.7 | 115
sequential | 8.32 | 120 | 128
total | 70.7 | 241 | 312
==> worst max path at each step <==
stage	cells after the start	endpoint	slack, ps	startpoint
after global routing	4	zero	-20	count[1]
after CTS	4	zero	60	count[0]
final	4	zero	80	count[0]
==> critical path, stage by stage (launching register included) <==
cell           delay, ps
edfxtp_1             380
inv_1                 70
ha_1                 160
nor3b_4              210
dlygate4sd2_1        230
==> layer usage <==
metal  track usage [%]  up-vias
li1                  -      136
met1              2.76      126
met2              3.29       13
met3              1.36        2
met4             0.528        0
met5                 0        -
==> layout by cell type, fill, tap and decap left out, drive strengths merged, types with 2 or more instances in the layout <==
master	count
buf	8
clkbuf	3
clkdlybuf4s50	6
edfxtp	4
inv	3
nand2	2
o21ai	2
o31ai	2
==> through the flow <==
stage | utilization (%) | cells
after floorplan | - | 26
after global placement | 12.7 | 84
after detailed placement | 12.7 | 84
after CTS | 13.5 | 88
after global routing | 13.7 | 89
final | 13.7 | 89
==> final cells by class <==
| type | instances | area, um^2 |
|---|---|---|
| fillers | 400 | 2950 |
| multi-input cells | 18 | 129 |
| repair buffers | 15 | 129 |
| flip-flops and latches | 4 | 120 |
| well taps | 46 | 57.6 |
| clock buffers | 3 | 22.5 |
| inverters | 3 | 11.3 |
==> repair_timing <==
action,CTS,global route
gates resized,1,0
setup buffers,1,1
hold buffers,0,0
setup endpoints to repair,1,1
pin swaps,0,0
No activity file was given, so power comes from the tool's default toggle rates.
